<file path="run.sh">
#!/bin/bash
# OpenROAD 26Q1-2900-gdf79404cd8, Yosys 0.63+post, stock flow scripts
make -C /OpenROAD-flow-scripts/flow DESIGN_CONFIG=/design/flow/config.mk WORK_HOME=/design/flow/orfs finish
</file>
<file path="config.mk">
export PLATFORM = sky130hd
export DESIGN_NAME = apb_top
export DESIGN_NICKNAME = apb_top
export VERILOG_FILES = /design/flow/design.v
export SDC_FILE = /design/flow/constraint.sdc
export NUM_CORES = 4
export LEC_CHECK = 1
export CORE_UTILIZATION = 50
</file>
<file path="constraint.sdc">
current_design apb_top

set clk_period 18.5
set clk_io_pct 0.2

create_clock -name clk0 -period $clk_period [get_ports {pclk}]

set non_clock_inputs [all_inputs -no_clocks]
set_input_delay [expr $clk_period * $clk_io_pct] -clock clk0 $non_clock_inputs
set_output_delay [expr $clk_period * $clk_io_pct] -clock clk0 [all_outputs]
</file>
<file path="design.v">
module apb_master (
    input wire presetn,                
    input wire pclk,                   
    input wire transfer,               
    input wire read,                   
    input wire write,                 
    input wire [8:0] apb_write_paddr,    
    input wire [7:0] apb_write_data,   
    input wire [8:0] apb_read_paddr,   
    input wire pready,                  
    input wire pslverr,                 
    input wire [7:0] prdata,            
    output reg psel1,                
    output reg psel2,                  
    output reg penable,               
    output reg pwrite,              
    output reg [8:0] paddr,           
    output reg [7:0] pwdata,            
    output reg [7:0] apb_read_data_out 
);
    parameter IDLE = 2'b00;
    parameter SETUP = 2'b01;
    parameter ENABLE = 2'b10;
    reg [1:0] state;           
    reg [1:0] next_state;      
    always @(posedge pclk or negedge presetn) begin
        if (!presetn)  
            state <= IDLE;     
        else
            state <= next_state;
    end
    always @(posedge pclk or negedge presetn) begin
        if (!presetn) begin
            apb_read_data_out <= 8'h00;
        end else if (state == ENABLE && pready && read && !write) begin
            apb_read_data_out <= prdata;  
        end
    end
    always @(*) begin
        case (state)
            IDLE: begin
                if (transfer)
                    next_state = SETUP;
                else
                    next_state = IDLE;
            end
            SETUP: begin
                next_state = ENABLE;   
            end
            ENABLE: begin
                if (pready)
                    next_state = (transfer) ? SETUP : IDLE;
                else
                    next_state = ENABLE;
            end
            default: next_state = IDLE;
        endcase
    end
    always @(*) begin
        psel1 = 0;
        psel2 = 0;
        penable = 0;
        pwrite = 0;
        paddr = 9'b0;
        pwdata = 8'b0;
        case (state)
            IDLE: begin
            end
            SETUP: begin
                penable = 0;
                if (read && !write) begin
                    paddr = apb_read_paddr;             
                    psel1 = (apb_read_paddr[8] == 0);    
                    psel2 = (apb_read_paddr[8] == 1);    
                    pwrite = 0;                          
                end
                else if (write && !read) begin
                    paddr = apb_write_paddr;                 
                    psel1 = (apb_write_paddr[8] == 0);
                    psel2 = (apb_write_paddr[8] == 1);
                    pwrite = 1;                             
                    pwdata = apb_write_data;                
                end
            end
            ENABLE: begin
                penable = 1;   
                end
        endcase
    end
endmodule
module apb_slave (
    input wire pclk,              
    input wire presetn,         
    input wire psel,            
    input wire penable,         
    input wire pwrite,           
    input wire [7:0] paddr,      
    input wire [7:0] pwdata,    
    output reg [7:0] prdata,     
    output reg pready,          
    output reg pslverr           
);
    reg [7:0] memory [255:0];
    reg [7:0] addr_reg;  
    integer i;
    initial begin
        for (i = 0; i < 256; i = i + 1) begin
            memory[i] = 8'h00;
        end
        pready = 1'b0;
        pslverr = 1'b0;
        prdata = 8'h00;
    end
    always @(posedge pclk or negedge presetn) begin
        if (!presetn) begin
            pready <= 1'b0;
            pslverr <= 1'b0;
            prdata <= 8'h00;
            addr_reg <= 8'b0;
        end else begin
            pready <= 1'b0;
            pslverr <= 1'b0;
            if (psel && penable) begin   
            if (!pwrite) begin
                if (paddr <= 8'd255) begin
                    prdata <= memory[paddr];
                    pready <= 1'b1;
                end else begin
                    pslverr <= 1'b1;
                    pready <= 1'b1;
                end
            end
            else begin
                if (paddr <= 8'd255) begin
                    memory[paddr] <= pwdata;
                    pready <= 1'b1;
                end else begin
                    pslverr <= 1'b1;
                    pready <= 1'b1;
                end
            end
        end
    end
end
endmodule
module apb_top (
    input wire pclk,
    input wire presetn,
    input wire transfer,
    input wire read,
    input wire write,
    input wire [8:0] apb_write_paddr,
    input wire [7:0] apb_write_data,
    input wire [8:0] apb_read_paddr,
    output wire pslverr,
    output wire [7:0] apb_read_data_out
);
    wire penable;
    wire pwrite;
    wire [8:0] paddr;
    wire [7:0] pwdata;
    wire [7:0] prdata1, prdata2;
    wire pready1, pready2, pready;
    wire psel1, psel2;
    apb_master master_inst (
        .presetn(presetn),
        .pclk(pclk),
        .transfer(transfer),
        .read(read),
        .write(write),
        .apb_write_paddr(apb_write_paddr),
        .apb_read_paddr(apb_read_paddr),
        .apb_write_data(apb_write_data),
        .pready(pready),
        .pslverr(pslverr),
        .prdata(psel1 ? prdata1 : prdata2),  
        .psel1(psel1),
        .psel2(psel2),
        .penable(penable),
        .paddr(paddr),
        .pwrite(pwrite),
        .pwdata(pwdata),
        .apb_read_data_out(apb_read_data_out)
    );
    apb_slave slave1_inst (
        .pclk(pclk),
        .presetn(presetn),
        .psel(psel1),
        .penable(penable),
        .pwrite(pwrite),
        .paddr(paddr[7:0]),
        .pwdata(pwdata),
        .prdata(prdata1),
        .pready(pready1),
        .pslverr(pslverr)
    );
    apb_slave slave2_inst (
        .pclk(pclk),
        .presetn(presetn),
        .psel(psel2),
        .penable(penable),
        .pwrite(pwrite),
        .paddr(paddr[7:0]),
        .pwdata(pwdata),
        .prdata(prdata2),
        .pready(pready2),
        .pslverr(pslverr)
    );
    assign pready = (psel1 && pready1) || (psel2 && pready2);
endmodule
</file>
==> results.json <==
{
  "status": "finished with violations",
  "violations": "capacitance limit, slew limit",
  "placed_cell_area_um2": 168000,
  "synthDistinctLibCells": 54,
  "antenna_found_initial": 125,
  "tool_warnings": 42,
  "async_flop_share_pct": 0.703,
  "cp_cell_sequence": "clkdlybuf4s50_1 > nor2b_4 > a32oi_4 > nand4_4 > buf_4 > buf_4 > nor2_1 > buf_4 > a2111oi_0 > nand4_1 > or4_1 > nor4_1 > a21oi_1",
  "cp.arrival_ps": 10610,
  "grt_pass1_wl_um": 1100000,
  "grt_max_degree": 109,
  "max_stage_delay_ps": 1160,
  "die_area_um2": 314000,
  "fin_area_um2": 182000,
  "cp_common_cell": "buf_4",
  "top_cell_area_share_pct": 79.0,
  "fin_util_pct": 58.9,
  "synth_top_cell_by_count": "edfxtp_1",
  "period_minus_slack_ps": 9740,
  "numSynthFlops": 4125,
  "synth_seq_share_pct": 79.5,
  "pin_count": 40,
  "syn2layout_area_growth_pct": 17.1,
  "max_clock_freq_mhz": 103,
  "comb_area_um2": 29800,
  "required_ps": 19370,
  "yosys_area_um2": 156000,
  "dr_total_vias": 114000,
  "avgSynthCellArea_um2": 16.5,
  "drc_errors": 0,
  "slew_headroom_pct": -25.8,
  "fp_util_pct": 50.3,
  "p_leak_nw": 50.1,
  "finalClockSkew_ps": 57.5,
  "gp_routability_congestion": 1.12,
  "end_kind": "flip-flop",
  "cap_violations": 6,
  "p_per_area_nw_per_um2": 104,
  "cts_inserted_buffers": 423,
  "port_buffers": 38,
  "tightest_slew_ps": 1890,
  "maxSlewViolCount": 28,
  "tritoncts": "built",
  "yosysTopAreaCell": "edfxtp_1",
  "die_y_um": 560,
  "yosys_cells": 9416,
  "clock_latency_ps": 1040,
  "top_cells_by_count": "4096 x edfxtp_1, 951 x a22oi_1, 821 x nand3_1, 634 x nor2_1, 347 x and3_1",
  "ir_drop_mv": 0.115,
  "rsz0062_at_grt": "false",
  "min_path_type": "flip-flop to flip-flop",
  "setup_viol": 0,
  "cts_hold_repair.buffers": 0,
  "cts_resized": 0,
  "drtIter0Drc": 12600,
  "core-area_um2": 309000,
  "crit_slowest_cell": "a2111oi_0",
  "gr-total-overflow": 0,
  "grt.total_usage_pct": 61.7,
  "finalHoldViolations": 0,
  "wl_per_cell_um": 57.2,
  "cp_top_family": "simple AND/OR/NAND/NOR gates",
  "finalSetupTns_ps": 0,
  "post-cts-setup-buffers": 0,
  "hold_slack_ps": 561,
  "register_area_um2": 124000,
  "ant_nets": 0,
  "clockBufferDepth": 4,
  "fill_cells": 23000,
  "cp-start-kind": "input pin",
  "clk_pin_slew_ps": 60,
  "edf_count": 4096,
  "syn_area_um2": 156000,
  "dp_hpwl_um": 561000,
  "clock-sinks": 4125,
  "root_buffer": "clkbuf_16",
  "first_pass_iters": 6,
  "ys_warn_count": 4,
  "die_w_um": 560,
  "yosys_most_used_dff": "edfxtp_1",
  "cp_num_buf_inv": 4,
  "syn_inst": 9416,
  "avgViaCountPerCell": 7.58,
  "first_global_vias": 114000,
  "routed_wl_um": 857000,
  "crit_type": "input pin to flip-flop",
  "drive_above_1_share_pct": 18.1,
  "finalClockPeriodUsage_pct": 52.7,
  "rows": 204,
  "cts_htree_levels": 5,
  "path_max_fanout": 27,
  "fin_total_pwr_w": 0.0189,
  "top_cells_by_area": "edfxtp_1 79%, a22oi_1 4.6%, nand3_1 2.6%"
}
-- power by group --
part	leakage [nW]	internal [W]	switching, W	total [W]
clock	6.87	0.00502	0.00378	0.00880
sequential	28.6	0.0101	0	0.0101
combinational	14.6	0.00000639	0.00000757	0.0000140
total	50.1	0.0151	0.00379	0.0189
-- worst reg2reg max path, cell delays in order, from the launching register on --
cell       delay, ps
dfrtp_1          360
buf_4            280
and2_1           280
a32o_1           250
buf_4            220
nand4_1          130
buf_4            500
buf_4            730
nor2_1           220
buf_4            300
a2111oi_0       1140
nand3_1          140
or4_1            740
nor4_1          1110
a21oi_1          220
-- final timing paths --
path	start	endpoint	slack (ps)	cells past startpoint
worst max-delay path	write	slave1_inst.prdata[0]	8760	13
worst min-delay path	master_inst.apb_read_data_out[4]	master_inst.apb_read_data_out[4]	560	2
worst max register to register	master_inst.state[2]	slave1_inst.prdata[4]	11710	14
worst min register to register	master_inst.apb_read_data_out[4]	master_inst.apb_read_data_out[4]	560	2
max in group asynchronous	presetn	slave1_inst.prdata[7]	14930	2
min in group asynchronous	presetn	master_inst.apb_read_data_out[3]	2590	1
-- final cells by class --
| cell class | count | share of cell area (%) |
|---|---|---|
| flip-flops and latches | 4125 | 67.9 |
| repair buffers | 1152 | 4.95 |
| diodes | 190 | 0.261 |
| inverters | 3 | 0.00618 |
| clock buffers | 509 | 6.10 |
| multi-input cells | 4599 | 16.3 |
| well taps | 4120 | 2.83 |
| clock inverters | 282 | 1.63 |
-- metal layers --
| metal | part of all wire (%) | global-route usage [%] | wire, um | vias up |
|---|---|---|---|---|
| met4 | 9.0 | 41.7 | 76900 | 385 |
| li1 | - | - | - | 41100 |
| met2 | 39 | 71.2 | 335000 | 13900 |
| met1 | 26 | 62.2 | 225000 | 54700 |
| met3 | 24 | 63.0 | 205000 | 3469 |
| met5 | 1.8 | 43.4 | 15300 | - |
-- kinds of logic after synthesis --
| kind of cell | count (synthesis) | share of synthesized area [%] |
|---|---|---|
| simple gates | 2707 | 8.95 |
| flops | 4125 | 79.5 |
| compound gates | 1891 | 9.59 |
| buf+inv | 692 | 1.99 |
| other cells | 1 | 0.00241 |
-- placed cells by master (no fill, tap or decap), types with 190 or more instances in the layout --
master	Yosys	routed
edfxtp_1	4096	4096
nand3_1	821	821
diode_2	0	190
nand2_1	194	192
a22oi_1	951	951
nor2_1	634	578
clkbuf_16	0	428
and3_1	347	339
nand4_1	293	293
buf_4	17	1088
-- metrics by stage --
stage	std cells	worst slack (ps)
2_1_floorplan	9416	6000
3_3_place_gp	14000	7420
3_5_place_dp	14000	8250
4_1_cts	14800	9230
5_1_grt	14900	9030
6_report	15000	8760
-- registers in the layout (all words and copies together) (netlist names) --
name and flops:
slave2_inst.pready 1, master_inst.apb_read_data_out 8, slave2_inst.prdata 8, slave1_inst.pready 1, slave1_inst.prdata 8, master_inst.state 3, slave1_inst.memory 2048, slave2_inst.memory 2048
No activity file was given, so power comes from the tool's default toggle rates.
